$ cat /design/flow/run.sh
#!/bin/bash
# OpenROAD 26Q1-2900-gdf79404cd8, Yosys 0.63+post, stock flow scripts
make -C /OpenROAD-flow-scripts/flow DESIGN_CONFIG=/design/flow/config.mk WORK_HOME=/design/flow/orfs finish
$ cat /design/flow/design.v
module keypad_scanner (input logic clk, reset, C0, C1, C2, C3,
		output logic [7:0] keypad_val,
		output logic button_on,
		output logic en,
		output logic R0, R1, R2, R3
		);
	assign button_on = C0 | C1 | C2 | C3;
	enum int {S0, S1, S2, S3, S4, S5, S6, S7, S8, S9, S10, S11} state, nextstate;
	always_ff @(posedge clk)
		if (reset)  state <= S0;
		else        state <= nextstate;
	always_comb
		case (state)
		S0: if(button_on) nextstate = S10;
		    else nextstate = S1;
		S1: if(button_on) nextstate = S4;
		    else nextstate = S2;
		S2: if(button_on) nextstate = S6;
		    else nextstate = S3;
		S3: if(button_on) nextstate = S8;
		    else nextstate = S0;
		S4: if(button_on) nextstate = S5;
		    else nextstate = S1;
		S5: if(button_on) nextstate = S5;
		    else nextstate = S1;
		S6: if(button_on) nextstate = S7;
		    else nextstate = S2;
		S7: if(button_on) nextstate = S7;
		    else nextstate = S2;
		S8: if(button_on) nextstate = S9;
		    else nextstate = S3;
		S9: if(button_on) nextstate = S9;
		    else nextstate = S3;
		S10: if(button_on) nextstate = S11;
		    else nextstate = S0;
		S11: if(button_on) nextstate = S11;
		    else nextstate = S0;
		default: nextstate = S0;
		endcase
	assign R0 = (state == S0) || (state == S10) || (state == S11);
	assign R1 = (state == S4) || (state == S1) || (state == S5);
	assign R2 = (state == S6) || (state == S2) || (state == S7);
	assign R3 = (state == S9) || (state == S8) || (state == S3);
	assign en = (state == S6) || (state == S8) || (state == S10) || (state == S4);
	assign keypad_val = {R0, R1, R2, R3, C0, C1, C2, C3}; 
endmodule
$ cat /design/flow/config.mk
export PLATFORM = sky130hd
export DESIGN_NAME = keypad_scanner
export DESIGN_NICKNAME = keypad_scanner
export VERILOG_FILES = /design/flow/design.v
export SDC_FILE = /design/flow/constraint.sdc
export NUM_CORES = 4
export LEC_CHECK = 1
export CORE_AREA = 10 10 74 74
export DIE_AREA = 0 0 84 84
$ cat /design/flow/constraint.sdc
current_design keypad_scanner

set clk_period 2.8
set clk_io_pct 0.2

create_clock -name clk0 -period $clk_period [get_ports {clk}]

set non_clock_inputs [all_inputs -no_clocks]
set_input_delay [expr $clk_period * $clk_io_pct] -clock clk0 $non_clock_inputs
set_output_delay [expr $clk_period * $clk_io_pct] -clock clk0 [all_outputs]
==> metrics.csv <==
metric,value,unit
status,"complete, no violations",
ios,20,
hp-class,flop to flop,
holdPathEnd,state[9],
fin_ws,279,ps
finalCriticalPeriod,2520,ps
clockBufferDepth,2,
finalMaxSlewViolations,0,
r2r-start,state[2],
fillCellCount,434,
fin_crit_sh,90.0,%
cts_tree,done,
numCtsBuffers,3,
r2r_setup_slack,1610,ps
h-tree-depth,1,
yosys_warnings,1,
ys_seq_share,49.7,%
worst_pin_slew,357,ps
log.warning_count,25,
peakVddDrop,0.158,mV
post_cts_resize_count,0,
place_congestion,0.848,
hold_violations,0,
min_from,state[3],
use_met2,4.04,%
post_drt_wl_per_cell,10.0,um
design_area,717,um2
yosysCellCount,50,
critPathKind,input pin to output port,
largest_reg_flops,12,
clock_latency,230,ps
drt_first_pass_iters,4,
p_leak,0.279,nW
die_h,84,um
cp.required,2240,ps
rsz0062_at_grt,false,
p_per_area,507,nW/um2
arrival,1960,ps
final_antenna_net_count,0,
n_antenna_cell,0,
vias_per_cell,3.20,
worstReg2RegEnd,state[9],
drt_iter0_drc,7,
drc_errors,0,
cts_setup_buffers,0,
maxCapViolCount,0,
cp-start-kind,input pin,
antenna_found_initial,0,
regMostFlops,state,
synthCells,50,
grt_max_degree,7,
yosys_area,483,um2
use_met1,3.87,%
dp_cells,111,
place_hpwl,931,um
dr_total_vias,365,
critPathCaptureType,output port,
ys_ff,12,
port_buffers,19,
fin_tns_setup,0,ps
holdPathStages,2,
place_area,676,um2
coreArea,3970,um2
finClkSkew,0.129,ps
synth.avg_cell_area,9.66,um2
clk_pin_slew,50,ps
drt-total-wl,1140,um
stdcell_count,114,
die_width,84,um
crit_fanout,4,
ys_types,19,
area_growth,48.4,%
fmax,397,MHz
grt_use_met3,2.56,%
setup_viol,0,
dp_slack,268,ps
top_usage_layer,met2,
first_global_vias,412,
fp-row-count,23,
chip_area,7060,um2
grt_pass1_wl,1860,um
top_regs,state (12),
grtUsageTotal,3.14,%
clkSinkCount,12,
overflow,0,
ff2ff_path_depth,3,
drive_gt1_share,10.9,%
fp_util,12.2,%
synth_area,483,um2
slew-limit-headroom,76.0,%
clock_tree.root_cell,clkbuf_8,
ctsHoldBuffers,0,
-- layout by cell type (no fill, tap or decap), types with 3 or more instances in the layout --
cell / n
and2_1: 4
clkbuf_8: 3
clkdlybuf4s50_1: 19
dfxtp_1: 12
nor2_1: 9
or3_1: 3
-- report_power, final --
part	total (W)	switching, W	internal (W)	leakage [nW]
clock network	0.000150	0.0000560	0.0000942	0.0216
logic	0.0000361	0.0000101	0.0000260	0.161
registers	0.000177	0.00000234	0.000175	0.0973
-- cell type report --
class	count	area [um2]	share of cell area (%)
clock buffers	3	41.3	5.76
inverters	1	3.75	0.524
multi-input cells	29	179	25.0
flip-flops and latches	12	240	33.5
well taps	50	62.6	8.73
repair buffers	19	190	26.5
-- critical path: stages --
cell	delay, ps
clkdlybuf4s50_1	420
or4_4	550
clkdlybuf4s50_1	430
-- cell usage after synthesis --
library cell | count | share of area, %
a21boi_2 | 1 | 2.3
a21oi_1 | 1 | 1.0
and2_1 | 4 | 5.2
buf_4 | 8 | 12
dfxtp_1 | 12 | 50
inv_1 | 1 | 0.78
nand2_1 | 1 | 0.78
nor2_1 | 9 | 7.0
nor2b_4 | 1 | 2.8
nor3_1 | 1 | 1.0
nor4_1 | 1 | 1.3
o211ai_1 | 1 | 1.6
o21a_1 | 1 | 1.6
o21ai_0 | 1 | 1.0
o31a_2 | 1 | 2.1
or2b_1 | 1 | 1.6
or3_1 | 3 | 3.9
or4_1 | 1 | 1.6
or4_4 | 1 | 2.3
-- how the worst max path moves through the flow --
stage,from,end,cells past startpoint
6_report,C3,button_on,3
5_1_grt,C1,button_on,3
4_1_cts,C3,button_on,3
-- through the flow --
stage | hold slack (ps) | util [%] | power (W)
detailed placement | 481 | 17.0 | 0.000218
CTS | 490 | 18.1 | 0.000366
floorplan | 447 | - | 0.000195
global route | 512 | 18.1 | 0.000380
global placement | 464 | 17.0 | 0.000217
finish | 488 | 18.1 | 0.000363
-- per-layer routing --
metal	up-vias	wire, um
met2	16	417
met5	-	0
li1	190	-
met4	0	0
met1	159	555
met3	0	171
-- kinds of logic after synthesis --
kind of cell / synth area share, %
AOI/OAI and AO/OA: 9.58
buffers and inverters: 13.2
DFF: 49.7
and+or+nand+nor: 27.5
Power is estimated from default activity; no workload was simulated.
