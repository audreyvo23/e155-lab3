==> flow/design.v <==
module synchronizer (input logic clk, reset,
                    input logic async_C0, async_C1, async_C2, async_C3,
                    output logic C0, C1, C2, C3);
    logic first_temp_state_C0;
    logic first_temp_state_C1;
    logic first_temp_state_C2;
    logic first_temp_state_C3;
    logic second_temp_state_C0;
    logic second_temp_state_C1;
    logic second_temp_state_C2;
    logic second_temp_state_C3;
    always_ff @(posedge clk)
        if (reset)    begin
                first_temp_state_C0 <= 0;
                first_temp_state_C1 <= 0;
                first_temp_state_C2 <= 0;
                first_temp_state_C3 <= 0;
        end
		else       begin
                first_temp_state_C0 <= async_C0;
                first_temp_state_C1 <= async_C1;
                first_temp_state_C2 <= async_C2;
                first_temp_state_C3 <= async_C3;
        end
    always_ff @(posedge clk)
        if (reset)   begin
                second_temp_state_C0 <= 0;
                second_temp_state_C1 <= 0;
                second_temp_state_C2 <= 0;
                second_temp_state_C3 <= 0;
        end
		else       begin
                second_temp_state_C0 <= first_temp_state_C0;
                second_temp_state_C1 <= first_temp_state_C1;
                second_temp_state_C2 <= first_temp_state_C2;
                second_temp_state_C3 <= first_temp_state_C3;
        end
    always_ff @(posedge clk)
        if (reset)   begin
                C0 <= 0;
                C1 <= 0;
                C2 <= 0;
                C3 <= 0;
        end
		else       begin
                C0 <= second_temp_state_C0;
                C1 <= second_temp_state_C1;
                C2 <= second_temp_state_C2;
                C3 <= second_temp_state_C3;
        end
endmodule
==> flow/run.sh <==
#!/bin/bash
# OpenROAD 26Q1-2900-gdf79404cd8, Yosys 0.63+post, stock flow scripts
make -C /OpenROAD-flow-scripts/flow DESIGN_CONFIG=/design/flow/config.mk WORK_HOME=/design/flow/orfs finish
==> flow/config.mk <==
export PLATFORM = sky130hd
export DESIGN_NAME = synchronizer
export DESIGN_NICKNAME = synchronizer
export VERILOG_FILES = /design/flow/design.v
export SDC_FILE = /design/flow/constraint.sdc
export NUM_CORES = 4
export LEC_CHECK = 1
export CORE_AREA = 10 10 70 70
export DIE_AREA = 0 0 80 80
==> flow/constraint.sdc <==
current_design synchronizer

set clk_period 1.0
set clk_io_pct 0.2

create_clock -name clk0 -period $clk_period [get_ports {clk}]

set non_clock_inputs [all_inputs -no_clocks]
set_input_delay [expr $clk_period * $clk_io_pct] -clock clk0 $non_clock_inputs
set_output_delay [expr $clk_period * $clk_io_pct] -clock clk0 [all_outputs]
==> flow_results.xml <==
<?xml version="1.0" encoding="UTF-8"?>
<metrics>
  <group name="yosys">
    <metric name="netlist-cell-type-count" unit="">5</metric>
    <metric name="synthCells" unit="">25</metric>
    <metric name="common_cells" unit="">12 x dfxtp_1, 8 x nor2b_2, 2 x and2b_2, 2 x nor2b_4, 1 x buf_6</metric>
    <metric name="topCombFamilyByArea" unit="">simple AND/OR/NAND/NOR gates</metric>
    <metric name="ys_chip_area" unit="sq um">366.6</metric>
    <metric name="yosys.stat.seqShare" unit="%">65.53</metric>
    <metric name="post_synth.cell_area_avg" unit="sq um">14.66</metric>
    <metric name="async_flop_share" unit="%">0</metric>
    <metric name="yosys_most_used_dff" unit="">dfxtp_1</metric>
    <metric name="synthesis.area" unit="sq um">366.6</metric>
    <metric name="post_synth_and_or_nand_nor_area_fraction" unit="%">31.40</metric>
    <metric name="ys_cells" unit="">25</metric>
    <metric name="mux_area_share" unit="%">0</metric>
    <metric name="yosys-top-cells-area" unit="">dfxtp_1 66%, nor2b_2 19%, nor2b_4 7.5%</metric>
    <metric name="post-synth-top-count-cell" unit="">dfxtp_1</metric>
    <metric name="aoi_share" unit="%">0</metric>
    <metric name="ff_latch_count_synth" unit="">12</metric>
    <metric name="ys_sh_adder" unit="%">0</metric>
    <metric name="synthXorXnorAreaFrac" unit="%">0</metric>
    <metric name="yosys.area.top_type_share" unit="%">65.53</metric>
    <metric name="top_area_cell" unit="">dfxtp_1</metric>
    <metric name="enable_flop_cells" unit="">0</metric>
    <metric name="yosys_warnings" unit="">1</metric>
  </group>
  <group name="floorplan">
    <metric name="dieHeight" unit="um">80</metric>
    <metric name="floorplanUtilization" unit="%">10.73</metric>
    <metric name="fp.dieArea" unit="sq um">6400</metric>
    <metric name="die_w" unit="um">80</metric>
    <metric name="coreArea" unit="sq um">3416</metric>
    <metric name="fp-row-count" unit="">21</metric>
    <metric name="i_o_pin_count" unit="">10</metric>
  </group>
  <group name="clocking">
    <metric name="clock_tree_from_tritoncts" unit="">built</metric>
    <metric name="cts_made_buffers" unit="">3</metric>
    <metric name="clock_tree.buffer_depth" unit="">2</metric>
    <metric name="root_buffer" unit="">clkbuf_4</metric>
    <metric name="clkSinkCount" unit="">12</metric>
    <metric name="post-cts-setup-buffers" unit="">0</metric>
    <metric name="clk_transition_reported_paths" unit="ns">0.07</metric>
    <metric name="clock_latency_at_the_later_pin_of_the_worst_skew_pair" unit="ns">0.26</metric>
    <metric name="cts-htree-levels" unit="">1</metric>
  </group>
  <group name="timing">
    <metric name="grt_setup_unrepaired" unit="">no</metric>
    <metric name="fin_worst_skew" unit="ns">0.0003310</metric>
    <metric name="final_max_slew_viol_count" unit="">0</metric>
    <metric name="final_min_period_over_clock_period" unit="%">94.20</metric>
    <metric name="final_tally_of_hold_violations" unit="">0</metric>
    <metric name="worst-slew-pin-transition" unit="ns">0.1424</metric>
    <metric name="final.min_clock_period" unit="ns">0.9420</metric>
    <metric name="max_clock_freq" unit="MHz">1062</metric>
    <metric name="timing.final.setup_violations" unit="">0</metric>
    <metric name="maxSlewHeadroom" unit="%">90.51</metric>
  </group>
  <group name="min_path">
    <metric name="path_type_of_the_worst_min_delay_path" unit="">reg2reg</metric>
    <metric name="hold_path.startpoint" unit="">second_temp_state_C3</metric>
    <metric name="worst_hold_path.endpoint" unit="">C3</metric>
    <metric name="hold-path-cell-count" unit="">1</metric>
  </group>
  <group name="placed_design">
    <metric name="placed_cells_incl_taps" unit="">81</metric>
    <metric name="detailed_place_hpwl" unit="um">454.7</metric>
    <metric name="finalWeightedCongestion" unit="">0.6810</metric>
    <metric name="number_of_input_and_output_port_buffers_inserted" unit="">9</metric>
  </group>
  <group name="power">
    <metric name="vdd_ir_drop_max" unit="uV">275.5</metric>
    <metric name="power_leakage" unit="nW">0.2114</metric>
    <metric name="power.density_cell_area" unit="nW/um^2">1682</metric>
  </group>
  <group name="worst_setup_path">
    <metric name="startpoint_type" unit="">flip-flop</metric>
    <metric name="worst_ep_arrival_time" unit="ns">0.74</metric>
    <metric name="timing.reg2reg.worst_path_depth" unit="">1</metric>
    <metric name="cp_cell_sequence" unit="">clkdlybuf4s15_1</metric>
    <metric name="timing.reg2reg.setup_slack" unit="ns">0.43</metric>
    <metric name="cp-end-kind" unit="">output pin</metric>
    <metric name="worst-setup-path-type" unit="">reg2out</metric>
    <metric name="rr_startpoint" unit="">second_temp_state_C2</metric>
    <metric name="crit_required" unit="ns">0.80</metric>
    <metric name="crit_fanout" unit="">1</metric>
    <metric name="critical-path-max-stage-delay" unit="ns">0.32</metric>
    <metric name="worst-path-buf-inv" unit="">1</metric>
    <metric name="critPathSlowestCell" unit="">dfxtp_1</metric>
    <metric name="critPathTopFamily" unit="">flip-flops</metric>
    <metric name="r2r_end" unit="">C2</metric>
  </group>
  <group name="routing">
    <metric name="vias_per_cell" unit="">2.365</metric>
    <metric name="drt_pre_antenna_iters" unit="">2</metric>
    <metric name="detail_route.antenna_diodes" unit="">0</metric>
    <metric name="detailroute.wirelength.met3" unit="um">80</metric>
    <metric name="met2RoutedLength" unit="um">293</metric>
    <metric name="drt_first_iter_violations" unit="">14</metric>
    <metric name="highest-signal-layer" unit="">met4</metric>
    <metric name="wl" unit="um">574</metric>
    <metric name="route.vias.total" unit="">201</metric>
    <metric name="wl_met1" unit="um">187</metric>
    <metric name="remaining_design_rule_violation_count" unit="">0</metric>
    <metric name="antenna_left" unit="">0</metric>
    <metric name="routed_wire_length_per_instance" unit="um">6.753</metric>
  </group>
  <group name="run_status">
    <metric name="status" unit="">completed</metric>
  </group>
  <group name="flow_run">
    <metric name="number_of_openroad_warnings" unit="">25</metric>
    <metric name="max-cap-violations" unit="">0</metric>
  </group>
  <group name="layout">
    <metric name="drive_gt1_share" unit="%">48.72</metric>
    <metric name="layout.filler_cells" unit="">383</metric>
    <metric name="post-route-util" unit="%">16.26</metric>
    <metric name="stdcell_count" unit="">85</metric>
    <metric name="areaGrowthSynthToFinish" unit="%">51.54</metric>
  </group>
  <group name="grt">
    <metric name="grt_max_degree" unit="">9</metric>
    <metric name="global_route.usage.total" unit="%">1.912</metric>
    <metric name="grt_pass1_wl" unit="um">924</metric>
    <metric name="antenna_violations_before_repair" unit="">0</metric>
    <metric name="vias_in_the_first_global_route" unit="">221</metric>
    <metric name="global_route.overflow_total" unit="">0</metric>
  </group>
</metrics>
[flip-flops by register name, summed over array words and instances (netlist names)]
register / count
first_temp_state_C3: 1
C0: 1
second_temp_state_C1: 1
second_temp_state_C0: 1
second_temp_state_C2: 1
C2: 1
C3: 1
second_temp_state_C3: 1
first_temp_state_C2: 1
first_temp_state_C0: 1
first_temp_state_C1: 1
C1: 1
[cells by family (layout without fill, tap and decap cells)]
family / count (synthesis) / after routing
DFF: 12 / 12
buffers and inverters: 1 / 15
and+or+nand+nor: 12 / 12
[worst max path at each step]
| stage | depth (start not counted) | end | from |
|---|---|---|---|
| final | 1 | C1 | C1 |
| after CTS | 1 | C1 | C1 |
| after global routing | 1 | C0 | C0 |
[power breakdown]
group,internal [mW],switching (mW),total (mW)
Clock,0.221,0.151,0.371
Sequential,0.497,0.00345,0.500
Combinational,0.0449,0.0178,0.0627
[placed cells by master, fill, tap and decap left out, drive strengths merged]
cell type      instances
clkbuf                 4
buf                    2
clkdlybuf4s50          5
dfxtp                 12
and2b                  2
nor2b                 10
clkdlybuf4s15          4
[per-layer routing]
layer	up-vias	global-route usage, %
met1	92	1.695
met2	6	3.130
met3	2	1.705
met4	0	0.5282
met5	-	0
li1	101	-
[per-stage QoR]
step	hold WS [ns]	total power, mW	setup TNS, ns	instance area [sq um]	worst slack [ns]
3_3_place_gp	0.4189	0.5760	-0.6723	518.0	-0.07971
5_1_grt	0.4523	0.9762	0	555.5	0.008309
4_1_cts	0.4395	0.9476	0	554.3	0.03618
2_1_floorplan	0.3292	0.5431	0	366.6	0.4476
3_5_place_dp	0.4217	0.5772	-0.8536	518.0	-0.09922
6_report	0.4386	0.9342	0	555.5	0.05803
[layout make-up]
class / count / area [sq um] / share of cell area (%)
Multi-Input combinational cell: 12 / 115.1 / 20.72
Clock buffer: 4 / 36.28 / 6.532
Sequential cell: 12 / 241.5 / 43.47
Timing Repair Buffer: 11 / 105.1 / 18.92
Tap cell: 46 / 57.56 / 10.36
[what timing repair did]
item | in CTS | in global routing
pin swaps | 0 | 0
hold buffers | 0 | 0
cloned | 0 | 0
gates resized | 8 | 1
setup endpoints to repair | 4 | 1
Power figures rest on the tool's default switching activity, not on a simulated workload.
