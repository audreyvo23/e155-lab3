<file path="flow/run.sh">
#!/bin/bash
# OpenROAD 26Q1-2900-gdf79404cd8, Yosys 0.63+post, stock flow scripts
make -C /OpenROAD-flow-scripts/flow DESIGN_CONFIG=/design/flow/config.mk WORK_HOME=/design/flow/orfs finish
</file>
<file path="flow/config.mk">
export PLATFORM = sky130hd
export DESIGN_NAME = selector_checker
export DESIGN_NICKNAME = selector_checker
export VERILOG_FILES = /design/flow/design.v
export SDC_FILE = /design/flow/constraint.sdc
export NUM_CORES = 4
export LEC_CHECK = 1
export CORE_AREA = 10 10 105 105
export DIE_AREA = 0 0 115 115
</file>
<file path="flow/constraint.sdc">
current_design selector_checker

set clk_period 4.3
set clk_io_pct 0.2

create_clock -name clk0 -period $clk_period [get_ports {clk}]

set non_clock_inputs [all_inputs -no_clocks]
set_input_delay [expr $clk_period * $clk_io_pct] -clock clk0 $non_clock_inputs
set_output_delay [expr $clk_period * $clk_io_pct] -clock clk0 [all_outputs]
</file>
<file path="flow/design.v">
module selector_checker(input logic clk, 
				output logic selector1, selector2);
	logic led_state = 1;
	logic [24:0] counter = 0;
	always_ff @(posedge clk)
		begin
			if(counter != 10000) counter <= counter + 1;
			else if (counter == 10000 & selector1 == 0) 
				begin 
					led_state <= 1;
					counter <= 0;
				end
			else if (counter == 10000 & selector1 == 1) 
				begin 
					led_state <= 0;
					counter <= 0;
				end
		end
	assign selector1 = led_state;
	assign selector2 = ~led_state;
endmodule
</file>
==> flow_summary.yaml <==
# physical design summary
pwr:
  p_per_area_mw_per_mm2: 284
  peakVddDrop_uv: 202
  p_leak_nw: 0.577
final_layout:
  mi_logic_area_um2: 743
  seq_area_um2: 781
  drive_gt1_share_pct: 11.5
  areaGrowthSynthToFinish_pct: 18.5
  fillers: 963
die:
  dieArea_mm2: 0.0132
  fp_util_pct: 16.9
  die_h_um: 115
  die_w_um: 115
  io_pins: 3
  core-area_mm2: 0.00876
  rows: 34
timing:
  fin_tns_setup_ns: 0
  max_freq_mhz: 484
  hold_viol_final: 0
  finalMaxSlewViolations: 0
  rsz0062_at_grt: "false"
  timing.final.crit_share_pct: 48.1
  setup_viol: 0
  period_minus_slack_ns: 2.07
  holdWs_ns: 0.604
  clock-skew-final_ns: 0.00336
synth:
  area_leaders: "edfxtp_1 53%, xnor2_1 7.1%, xor2_1 6.5%, nor4_2 5.9%, nand4_4 4.3%"
  yosys.cell_count.top_type: "edfxtp_1"
  yosys_warnings: 1
  synthesis.area_mm2: 0.00148
  avgSynthCellArea_um2: 12.3
  top_cells_by_count: "26 x edfxtp_1, 12 x xnor2_1, 11 x xor2_1"
  synth.distinct_cells: 25
  edf_count: 26
  ys_async_sr_fraction_pct: 0
  seq_area_frac_synth_pct: 52.7
  ff_type: "edfxtp_1"
  ys_chip_area_mm2: 0.00148
  top_area_share_pct: 52.7
  largest_area_cell: "edfxtp_1"
  ys_cells: 120
  synth_flops: 26
  synth_cells: 120
status:
  status: "complete, no violations"
route:
  drt_iter0_markers: 57
  diodes: 0
  wl_per_cell_um: 8.68
  drt_wl_total_um: 2220
  viasPerCell: 3.43
  firstDrtPassIters: 4
  drc: 0
  antenna_left: 0
  via_count: 879
clock_tree:
  h-tree-depth: 1
  root_buffer: "clkbuf_8"
  cts_setup_buffers: 0
  numCtsBuffers: 3
  cts_sinks: 26
  cts_tree: "done"
  post_cts_resize_count: 0
  clkTransAtPathRegs_ns: 0.09
  insertion_delay_ns: 0.26
  hold_buffers: 0
  clk_path_buf_depth: 2
global_routing:
  grt_pass1_vias: 835
  grt_usage_pct: 3.60
  overflow: 0
  grt_max_degree: 15
  antenna_found_initial: 0
  grt_pass1_wl_um: 4030
setup_path:
  crit_path_start_kind: "flop"
  cp_max_fo: 3
  path_class: "flop to output port"
  crit_slowest_cell: "clkdlybuf4s50_1"
  crit_chain: "inv_1 > clkdlybuf4s50_1"
  reg2reg_from: "counter[0]$_SDFFCE_PN0P_"
  max_stage_delay_ns: 0.45
  worst_ep_required_time_ns: 3.44
  end_kind: "output port"
  arrival_ns: 1.21
  r2r_cells: 6
  startpoint: "led_state$_SDFFCE_PP1P_"
min_path:
  holdCritStartpoint: "led_state$_SDFFCE_PP1P_"
  hold_path_depth: 1
  hold_path.class: "flop to flop"
placed_design:
  hpwl_um: 1640
  place_congestion: 0.766
  io_buffer_count: 2
run:
  drv_cap: 0
  tool_warnings: 26
critical path: cells and delay by family, from the launching register on:
kind | cells | cell delay [ns]
buffers and inverters | 2 | 0.52
DFF | 1 | 0.42
metrics by stage:
stage	instance area (um2)	cells	util [%]	setup slack, ns	total power (W)
2_1_floorplan	1570	144	-	2.65	0.000358
6_report	1750	256	20.0	2.23	0.000499
3_3_place_gp	1710	252	19.5	2.42	0.000367
3_5_place_dp	1710	252	19.5	2.38	0.000368
4_1_cts	1750	256	20.0	2.21	0.000509
5_1_grt	1750	256	20.0	2.16	0.000528
state kept, by name, summed over array words and instances, names as in the netlist:
signal	cells
counter	25
led_state	1
cell usage in the layout (no fill, tap or decap):
master / n
nor4_2: 7
clkdlybuf4s50_1: 2
xnor2_1: 12
and4_4: 1
conb_1: 25
nor2_2: 1
nor4b_1: 2
and3_1: 1
nand4_1: 3
clkbuf_8: 3
xor2_1: 11
nor3_1: 7
and4_1: 1
inv_1: 8
nor4_1: 5
nand4_4: 3
or2_1: 1
nor2_1: 9
nand3_1: 5
nor4_4: 1
nand3_2: 1
nand2_1: 9
edfxtp_1: 26
clkinv_1: 1
ha_1: 2
nor2b_1: 1
power breakdown:
group	internal, W	switching, W
Clock	0.0000639	0.0000732
Combinational	0.0000169	0.0000216
Sequential	0.000300	0.0000231
Total	0.000381	0.000118
area by class of cell:
class | count | area share [%]
tap | 108 | 7.70
inverter | 8 | 1.71
clock inverter | 1 | 0.214
clock buffer | 3 | 2.35
multi-input combinational | 108 | 42.4
sequential | 26 | 44.5
timing repair buffer | 2 | 1.14
routing by layer:
layer | wire length (um) | vias up | part of all wire, % | track usage (%)
li1 | - | 470 | - | -
met5 | 0 | - | 0 | 0
met3 | 88 | 2 | 4.0 | 1.05
met4 | 29 | 0 | 1.3 | 0.495
met2 | 972 | 9 | 44 | 5.33
met1 | 1130 | 398 | 51 | 5.27
logic make-up after synthesis:
logic type                 after synthesis  synth area share [%]
buffers and inverters                   10                  3.13
DFF                                     26                  52.7
xor gates and xnor gates                23                  13.6
other                                    1                 0.253
adders and majority gates                2                  1.69
and+or+nand+nor                         58                  28.6
path summary, 6_finish.rpt:
kind | endpoint | slack, ns
worst max-delay path | selector2 | 2.23
worst max register to register | counter[1]$_SDFFCE_PN0P_ | 2.43
worst min register to register | led_state$_SDFFCE_PP1P_ | 0.60
worst min-delay path | led_state$_SDFFCE_PP1P_ | 0.60
Power and IR drop assume default switching activity.
